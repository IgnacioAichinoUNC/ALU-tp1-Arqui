<file path="design/flow/config.mk">
export PLATFORM = sky130hd
export DESIGN_NAME = top
export DESIGN_NICKNAME = top
export VERILOG_FILES = /design/flow/design.v
export SDC_FILE = /design/flow/constraint.sdc
export NUM_CORES = 4
export LEC_CHECK = 1
export CORE_UTILIZATION = 30
</file>
<file path="design/flow/constraint.sdc">
current_design top

set clk_period 3.9
set clk_io_pct 0.2

create_clock -name clk0 -period $clk_period [get_ports {i_clk}]

set non_clock_inputs [all_inputs -no_clocks]
set_input_delay [expr $clk_period * $clk_io_pct] -clock clk0 $non_clock_inputs
set_output_delay [expr $clk_period * $clk_io_pct] -clock clk0 [all_outputs]
</file>
<file path="design/flow/design.v">
`timescale 1ns / 1ps
module alu
    #(
    parameter          NB_DATA     = 8
    )
    (
    input  wire        [NB_DATA - 1:0]                      dato_a,
    input  wire        [NB_DATA - 1:0]                      dato_b,
    input  wire        [NB_DATA - 3:0]                          op,
    output wire        [NB_DATA - 1:0]                         o_res,
    output wire                                                o_carry
    );
    localparam ADD = 6'b100000;
    localparam SUB = 6'b100010;
    localparam AND = 6'b100100;
    localparam OR  = 6'b100101;
    localparam XOR = 6'b100110;
    localparam SRA = 6'b000011;
    localparam SRL = 6'b000010;
    localparam NOR = 6'b100111;
    reg carry;
    reg [NB_DATA : 0] aluResult;
    assign o_res = aluResult;
    assign o_carry = carry;
    always @(*) begin
        case (op)
        ADD: begin
                aluResult = (dato_a) + (dato_b);  
                carry = aluResult[NB_DATA];
             end
        SUB: begin
                aluResult = (dato_a) - (dato_b);  
                carry = aluResult[NB_DATA];
             end
        AND: begin
                aluResult = dato_a & dato_b;  
                carry = 1'b0;
             end
        OR : begin
                aluResult = dato_a | dato_b;  
                carry = 1'b0;
             end
        XOR: begin
                aluResult = dato_a ^ dato_b;  
                carry = 1'b0;
             end
        SRA: begin
                aluResult = $signed(dato_a) >>> dato_b;  
                carry = 1'b0;
             end
        SRL: begin
                aluResult = dato_a >> dato_b;  
                carry = 1'b0;
             end
        NOR: begin
                aluResult = ~(dato_a | dato_b);  
                carry = 1'b0;
             end
        default: begin
                    aluResult = {NB_DATA{1'b0}};
                    carry = 1'b0;
                 end
        endcase
    end
endmodule
`timescale 1ns / 1ps
module top#(
        parameter       NB_DATA = 8
    )
    (
    input  wire        [NB_DATA - 1:0]                      switches,
    input  wire                                             boton1,
    input  wire                                             boton2,
    input  wire                                             boton3,
    input  wire                                             botonReset, 
    input  wire                                             i_clk,
    output wire        [NB_DATA - 1:0]                        o_res,
    output wire                                               o_carry        
    );
    reg     [NB_DATA-1 : 0]      datoA;
    reg     [NB_DATA-1 : 0]      datoB;
    reg     [NB_DATA-3 : 0]      operacion;
    wire    [NB_DATA-1 : 0]      aluA;
    wire    [NB_DATA-1 : 0]      aluB;
    wire    [NB_DATA-3 : 0]      aluOp;
    wire    [NB_DATA-1 : 0]      aluOut;
    wire                         aluCarry;
    assign aluA = datoA;
    assign aluB = datoB;
    assign aluOp = operacion;
    assign o_res = aluOut;
    assign o_carry = aluCarry;
    alu
	#(
    	.NB_DATA   	(NB_DATA)
	)
	u_alu
	(
    	.dato_a (aluA),
    	.dato_b (aluB),
    	.op     (aluOp),
    	.o_res  (aluOut),
    	.o_carry (aluCarry)
	);
	always@(posedge i_clk) begin: reset
            if(botonReset)begin
                datoA    <= {NB_DATA-1{1'b0}};
                datoB    <= {NB_DATA-1{1'b0}};
                operacion   <= {NB_DATA-3{1'b0}};
            end
            if(boton1)
                datoA <= switches;
            else if(boton2)
                datoB <= switches;
            else if(boton3) 
                operacion <= switches;
     end
endmodule
</file>
<file path="design/flow/run.sh">
#!/bin/bash
# OpenROAD 26Q1-2900-gdf79404cd8, Yosys 0.63+post, stock flow scripts
make -C /OpenROAD-flow-scripts/flow DESIGN_CONFIG=/design/flow/config.mk WORK_HOME=/design/flow/orfs finish
</file>
==> impl_metrics.env <==
# physical design summary
export IMPL_drtPass1Iterations=4
export IMPL_rsz0062_at_grt="no"
export IMPL_path_clk_slew_ns=0.09
export IMPL_hold_depth=2
export IMPL_antenna_found_initial=0
export IMPL_ys_sh_xor_pct=5.31
export IMPL_avgSynthCellArea_sq_um=7.88
export IMPL_final_cell_mix="40 x nand2_1, 26 x ha_1, 25 x nor2_1"
export IMPL_grt_max_degree=33
export IMPL_finalCritPeriodShare_pct=94.5
export IMPL_drive_gt1_share_pct=7.78
export IMPL_layoutNonFillerInstCount=452
export IMPL_hp_class="flop to flop"
export IMPL_grt_overflow_total=0
export IMPL_antennaDiodeCount=0
export IMPL_reg2reg_to="operacion[0]"
export IMPL_dp_hpwl_um=5470
export IMPL_warning_count=43
export IMPL_ys_types=59
export IMPL_ys_seq_share_pct=19.7
export IMPL_critPathSlowestCell="or4_1"
export IMPL_worstSetupStartpointType="flop"
export IMPL_ys_area_sq_um=2640
export IMPL_ys_ff=22
export IMPL_vias_per_cell=5.26
export IMPL_ys_warn_count=2
export IMPL_cts_htree_levels=1
export IMPL_powerDensity_nw_per_um2=278
export IMPL_grt_first_pass_wirelength_um=11800
export IMPL_placed_area_sq_um=2960
export IMPL_final_area_sq_um=3030
export IMPL_worst_pin_slew_ns=0.765
export IMPL_placement_io_buffers=21
export IMPL_holdCritStartpoint="operacion[5]"
export IMPL_ff2ff_setup_slack_ns=2.75
export IMPL_clk_latency_ns=0.27
export IMPL_ir_drop_mv=0.126
export IMPL_switching_share_pct=35.0
export IMPL_seqPwrFrac_pct=33.6
export IMPL_gp_congestion=0.966
export IMPL_fin_skew_ns=0
export IMPL_initial_utilization_pct=31.5
export IMPL_syn_area_sq_um=2640
export IMPL_timing_rr_start="operacion[0]"
export IMPL_cts_tree="yes"
export IMPL_clockPowerShare_pct=25.6
export IMPL_rr_worst_depth=2
export IMPL_logic_family="simple AND/OR/NAND/NOR gates"
export IMPL_worstPathRequired_ns=3.12
export IMPL_relSlewSlack_pct=48.9
export IMPL_cap_violations=0
export IMPL_endpoint_kind="primary output"
export IMPL_final_common_cell="nand2_1"
export IMPL_fp_coreArea_sq_um=8380
export IMPL_ant_nets=0
export IMPL_ys_cells=335
export IMPL_place_inst=448
export IMPL_clock_sinks=22
export IMPL_arrival_ns=2.90
export IMPL_p_leak_nw=1.18
export IMPL_die_h_um=95.8
export IMPL_path_class="flop to primary output"
export IMPL_drtIter0Drc=236
export IMPL_p_comb_share_pct=40.8
export IMPL_simple_gate_area_share_pct=23.4
export IMPL_max_freq_ghz=0.271
export IMPL_hold_viol=0
export IMPL_cts_root_buf="clkbuf_8"
export IMPL_cts_buffers=3
export IMPL_ys_sh_mux_pct=8.82
export IMPL_outcome="completed"
export IMPL_grt_pass1_vias=2317
export IMPL_fin_tns_setup_ns=0
export IMPL_max_stage_delay_ns=0.50
export IMPL_grt_usage_pct=17.1
export IMPL_clock_path_buffers=2
export IMPL_hold_end="operacion[5]"
export IMPL_synth_compound_area_share_pct=22.6
export IMPL_die_w_um=95.8
export IMPL_internal_power_w=0.000548
export IMPL_drc=0
export IMPL_vias=2378
export IMPL_drv_slew=0
export IMPL_synthCells=335
export IMPL_async_flop_share_pct=0
export IMPL_synthToLayoutAreaGrowth_pct=14.9
export IMPL_ctsHoldBuffers=0
export IMPL_drt_total_wl_um=7010
export IMPL_fin_util_pct=36.2
export IMPL_pin_count=22
export IMPL_dieArea_sq_um=9170
export IMPL_synth_edff_count=8
export IMPL_rows=33
export IMPL_fin_crit_ns=3.68
export IMPL_path_cells="ha_1 -> fa_1 -> a21o_1 -> a21oi_1 -> xor2_1 -> nor2_1 -> or4_1 -> clkdlybuf4s50_1"
export IMPL_crit_fanout=3
export IMPL_wl_per_cell_um=15.5
export IMPL_ys_flop_type="dfxtp_1"
export IMPL_setup_viol=0
export IMPL_fa_ha_area_share_pct=13.8
export IMPL_p_sw_w=0.000295
-- flip-flops by register name, summed over array words and instances, names as in the netlist --
| name | cells |
|---|---|
| datoB | 8 |
| operacion | 6 |
| datoA | 8 |
-- synthesized netlist by cell type (8+ instances only) --
library cell | instances | area [sq um]
o31ai_1 | 10 | 75.1
and2_1 | 10 | 62.6
dfxtp_1 | 14 | 280
nand2_1 | 40 | 150
xnor2_1 | 12 | 105
o21ai_0 | 18 | 90.1
mux2i_1 | 12 | 120
nor2_1 | 25 | 93.8
nand2b_1 | 12 | 75.1
ha_1 | 26 | 325
buf_2 | 8 | 40.0
inv_1 | 20 | 75.1
a21oi_1 | 16 | 80.1
edfxtp_1 | 8 | 240
clkbuf_1 | 14 | 52.6
-- worst max-delay path, delay by kind of cell, from the launching register on --
family	cells	cell delay [ns]
compound gates	2	0.41
xor+xnor	1	0.17
fa+ha+maj	2	0.66
buf+inv	1	0.41
flops	1	0.43
simple gates	2	0.55
-- power by group through the flow --
stage,Clock [W],Sequential (W),Combinational [W]
final,0.000216,0.000283,0.000344
after global routing,0.000229,0.000287,0.000386
after CTS,0.000220,0.000284,0.000341
-- routing by layer --
metal / global-route usage (%) / routed length, um / vias to the layer above
met3: 2.65 / 515 / 8
met2: 26.5 / 3020 / 87
met4: 2.49 / 93 / 0
met1: 26.1 / 3380 / 1069
li1: - / - / 1214
met5: 0 / 0 / -
-- final cells by class --
type,instances,area (sq um)
well taps,105,131
fillers,867,5350
clock buffers,3,41.3
flip-flops and latches,22,520
inverters,20,75.1
clock inverters,1,30.0
multi-input cells,271,1960
repair buffers,30,278
-- how the worst max path moves through the flow --
stage	from	end	slack (ns)
CTS	datoA[0]	o_res[4]	0.23
global route	datoB[2]	o_res[4]	0.01
finish	datoA[0]	o_res[4]	0.22
-- metrics by stage --
step | hold WS, ns | total power [W] | setup WS, ns
2_1_floorplan | 0.464 | 0.000534 | 1.14
3_3_place_gp | 0.485 | 0.000629 | 0.538
3_5_place_dp | 0.491 | 0.000628 | 0.534
4_1_cts | 0.502 | 0.000845 | 0.228
5_1_grt | 0.556 | 0.000903 | 0.0115
6_report | 0.501 | 0.000843 | 0.215
-- logic make-up (layout without fill, tap and decap cells) --
group | count (synthesis) | count (layout)
DFF | 22 | 22
and+or+nand+nor | 121 | 121
muxes | 19 | 19
AOI/OAI and AO/OA | 87 | 87
adders and majority gates | 28 | 28
xor gates and xnor gates | 16 | 16
buffers and inverters | 42 | 54
-- timing repair --
item | in CTS | in global routing
endpoints found under the setup margin | 0 | 1
gates resized | 0 | 1
hold endpoints to repair | 0 | 0
buffers inserted | 0 | 0
No activity file was given, so power comes from the tool's default toggle rates.
